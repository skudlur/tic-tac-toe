## /design/flow/run.sh

```bash
#!/bin/bash
# OpenROAD 26Q1-2900-gdf79404cd8, Yosys 0.63+post, stock flow scripts
make -C /OpenROAD-flow-scripts/flow DESIGN_CONFIG=/design/flow/config.mk WORK_HOME=/design/flow/orfs finish
```

## /design/flow/config.mk

```make
export PLATFORM = sky130hd
export DESIGN_NAME = counter_up
export DESIGN_NICKNAME = counter_up
export VERILOG_FILES = /design/flow/design.v
export SDC_FILE = /design/flow/constraint.sdc
export NUM_CORES = 4
export LEC_CHECK = 1
export CORE_AREA = 10 10 70 70
export DIE_AREA = 0 0 80 80
```

## /design/flow/constraint.sdc

```tcl
current_design counter_up

set clk_period 1.1
set clk_io_pct 0.2

create_clock -name clk0 -period $clk_period [get_ports {clk}]

set non_clock_inputs [all_inputs -no_clocks]
set_input_delay [expr $clk_period * $clk_io_pct] -clock clk0 $non_clock_inputs
set_output_delay [expr $clk_period * $clk_io_pct] -clock clk0 [all_outputs]
```

## /design/flow/design.v

```verilog
module counter_up (input logic d, clk, rst, output logic [3:0] counter);
	always @(posedge clk or posedge rst) begin
		if(rst)
			counter <= 4'b0;
		else 
			counter <= counter + 4'b1;
	end
endmodule
```

==> run summary <==
run results: status=finished clean, CTS max path bufs=2, Worst setup EP type=output pin, ys cells=10, vias in the first global route=142, total CTS buffers=3, max reg flops=4, kind of critical path=flip-flop to output pin, port bufs=5, max cap viols=0, Leak=roughly 0.00016 µW, initial antenna violation count=0, Top reg by flops=counter, Max-area cell share=a little over two thirds, ANT nets after route=0, DRT iter0 DRCs=6, Synth flops=4, Via-to-Cell Ratio=1.72, Synth warnings=1, placed instance count=between 60 and 70, H-Tree Depth=1, HP Class=input port to async pin, Final Power=334 µW, maximum vdd drop=roughly 0.15 mV, clk latency late pin=~0.23 ns, CP startpoint kind=flip-flop, die height=about 80 µm, Final Skew=a little over 0.002 ns, vias=around 120, hold slack=0.171 ns, Slew @ Worst Pin=~0.14 ns, synthesis area per yosys=approximately 140 µm², OpenROAD warnings=26, Seq/Total Area, Yosys=around 70%, final worst path period need=1.06 ns, die width=roughly 80 µm, per-cell routed wire length=a little over 6 µm, library cells used by synthesis=6, setup TNS=0 ns, Fmax=946 MHz, post-route setup slack=0.0434 ns, met2 Usage GRT=around 1.0%, clock input transition at the sequential cells of the worst setup and hold paths=0.04 ns, Top Registers=counter x4, final wirelength=421 µm, first-pass detailed-route iteration total=2, num ports=7, RSZ-0062 raised after global routing=false, fillers=403, share of cells above drive strength 1=between 30% and 40%, Buf+Inv Stages, Crit Path=1, first-pass GRT wire length=about 640 µm, CTS root buf=clkbuf_4, final slew viol count=0, cell taking the most area after synthesis=dfrtp_1, floorplan core density=under 10%, CP peak stage delay=around 0.37 ns, Overflow after GRT=0, syn avg cell area=about 14 µm², Crit path arrival time=0.84 ns, chip area=~6400 µm², crit-path leading delay family=flip-flops, # DRC=0, top cells, area=dfrtp_1 70%, ha_1 8.8%, xnor2_1 6.1%, xor2_1 6.1%, inv_1 5.3%, CP max FO=2, crit-path cells=dlygate4sd2_1, pre-CTS setup slack=-0.0134 ns, Critical Path Start=counter[2], pwr dens=1090 nW/µm², Mapped Area=about 140 µm², global routing's busiest layer=met3, Slew HR=around nine tenths, Crit path depth=1, antenna cells=0, CP max stage cell=dfrtp_1, r2r startpoint=counter[0], non-filler instance count after layout=about 70, fin crit share=a little over nine tenths, data required time of the worst path=0.88 ns, Mapped Cells=10, largest net degree at the start of global routing=5, r2r setup slk=0.12 ns, M1 GR Usage=roughly 1.3%, CORE AREA=around 3400 µm², CTS tree=yes, worst r2r path cells=3, final setup vio count=0, Synth-to-Final Area Change=116%, RePlAce Congestion=around 0.65, All-Layer GR Usage=1.46%, met3 Track Usage GR=between 2 and 3%, Num Clock Sinks=4, final hold violation count=0, # rows=21
worst paths after layout:
kind                                    to
worst max-delay path            counter[2]
worst min-delay path            counter[3]
worst max register to register  counter[2]
worst min register to register  counter[0]
max in group asynchronous       counter[0]
min in group clk0               counter[0]
routing by layer:
layer	vias to the layer above	wire length [µm]	part of all wire, %
li1	57	-	-
met1	54	175	42
met2	8	108	26
met3	0	137	33
met4	0	0	0
met5	-	0	0
cell usage after synthesis:
master / n
ha_1: 1
xor2_1: 1
inv_1: 2
xnor2_1: 1
dfrtp_1: 4
nand3_1: 1
placed cells by master (no fill, tap or decap):
cell type and n:
dlygate4sd2_1 2, dfrtp_1 4, clkdlybuf4s50_1 1, clkdlybuf4s15_1 2
ha_1 1, inv_1 2, buf_4 5, xor2_1 1
nand3_1 1, xnor2_1 1, clkbuf_4 3
where the power goes:
group	leakage (µW)	total [µW]	internal (µW)	switching, µW
Sequential	0.0000566	148	148	0
Combinational	0.0000861	6.27	3.33	2.94
Clock	0.0000138	180	122	58.3
Total	0.000156	334	273	61.2
cells by family after synthesis:
kind of cell / Yosys count / share of synthesized area, %
XOR/XNOR: 2 / 12.3
adder cells (fa/ha/maj): 1 / 8.77
buffers and inverters: 2 / 5.27
flip-flops: 4 / 70.2
AND/OR/NAND/NOR: 1 / 3.51
what timing repair did:
item | CTS | global route
gates resized | 6 | 0
hold buffers | 0 | 0
setup buffers | 2 | 1
endpoints found under the setup margin | 4 | 1
gates cloned | 0 | 0
through the flow:
stage | utilization, % | instance area [µm²]
2_1_floorplan | - | 143
3_3_place_gp | 7.77 | 265
3_5_place_dp | 7.77 | 265
4_1_cts | 8.79 | 300
5_1_grt | 9.01 | 308
6_report | 9.01 | 308
area by class of cell:
type                            instances  area, µm²  area share (%)
Sequential cell                         4        100            32.5
Timing Repair Buffer                   10       85.1            27.6
Tap cell                               46       57.6            18.7
Multi-Input combinational cell          4       35.0            11.4
Clock buffer                            3       22.5            7.32
Inverter                                2       7.51            2.44
Power and IR drop assume default switching activity.
